==> design/flow/design.v <==
module ClockDivider
	#(parameter Bits_counter = 32)
	 (	input  P_CLOCK,
		output P_TIMER_OUT,
		input  [Bits_counter-1:0] P_COMPARATOR);
   reg [Bits_counter-1:0] r_Timer;
   reg r_Result;
   always @(posedge P_CLOCK)
	begin
		if (r_Timer >= P_COMPARATOR)
			begin
			     r_Result <= !r_Result;
			     r_Timer <= 0;
			end		
		else
		   begin
			     r_Timer <= r_Timer+1; 
				  r_Result <= r_Result;
		   end
	end	
assign P_TIMER_OUT = r_Result; 
endmodule
module DE0Nano_Switch(
	CLOCK_50,
	LED,
	SW 
);
parameter LED_SEQUENCE_0		=11'b10000001_000;	
parameter LED_SEQUENCE_1		=11'b01000010_001;	
parameter LED_SEQUENCE_2		=11'b00100100_010;	
parameter LED_SEQUENCE_3		=11'b00011000_011;	
parameter LED_SEQUENCE_4		=11'b00100100_100;	
parameter LED_SEQUENCE_5		=11'b01000010_101;	
input		CLOCK_50;
output	[7:0]LED;
input		[3:0]SW;
wire 	Clock_Sequence;
reg	[10:0]LedsState;
reg	[10:0]LedsNextState;
reg 	[27:0]ClockSetup;
ClockDivider #(.Bits_counter (28)) unit8
	 (	.P_CLOCK(CLOCK_50),
		.P_TIMER_OUT(Clock_Sequence),
		.P_COMPARATOR(ClockSetup));
	always @(*)
	begin
		case (SW)
			4'h0: ClockSetup = 28'd1000000;	 
			4'h1: ClockSetup = 28'd2000000;	 
			4'h2: ClockSetup = 28'd3000000;	 
			4'h3: ClockSetup = 28'd4000000;	 
			4'h4: ClockSetup = 28'd5000000;	 
			4'h5: ClockSetup = 28'd6000000;	 
			4'h6: ClockSetup = 28'd7000000;	 
			4'h7: ClockSetup = 28'd8000000;	 
			4'h8: ClockSetup = 28'd9000000;	 
			4'h9: ClockSetup = 28'd10000000;	 
			4'hA: ClockSetup = 28'd11000000;	 
			4'hB: ClockSetup = 28'd12000000;	 
			4'hC: ClockSetup = 28'd13000000;	 
			4'hD: ClockSetup = 28'd14000000;	 
			4'hE: ClockSetup = 28'd15000000;	 
			4'hF: ClockSetup = 28'd16000000;	 
		endcase	
	end
	always @(*)
	begin
		case (LedsState)	
			LED_SEQUENCE_0:  LedsNextState=LED_SEQUENCE_1;
			LED_SEQUENCE_1:  LedsNextState=LED_SEQUENCE_2;
			LED_SEQUENCE_2:  LedsNextState=LED_SEQUENCE_3;
			LED_SEQUENCE_3:  LedsNextState=LED_SEQUENCE_4;
			LED_SEQUENCE_4:  LedsNextState=LED_SEQUENCE_5;
			LED_SEQUENCE_5:  LedsNextState=LED_SEQUENCE_0;	
		endcase
	end
	always @ (posedge Clock_Sequence)
	begin
		LedsState<=LedsNextState;
	end
assign	LED 	= LedsState[10:3];
endmodule
==> design/flow/run.sh <==
#!/bin/bash
# OpenROAD 26Q1-2900-gdf79404cd8, Yosys 0.63+post, stock flow scripts
make -C /OpenROAD-flow-scripts/flow DESIGN_CONFIG=/design/flow/config.mk WORK_HOME=/design/flow/orfs finish
==> design/flow/config.mk <==
export PLATFORM = sky130hd
export DESIGN_NAME = DE0Nano_Switch
export DESIGN_NICKNAME = DE0Nano_Switch
export VERILOG_FILES = /design/flow/design.v
export SDC_FILE = /design/flow/constraint.sdc
export NUM_CORES = 4
export LEC_CHECK = 1
export CORE_UTILIZATION = 40
==> design/flow/constraint.sdc <==
current_design DE0Nano_Switch

set clk_period 5.1
set clk_io_pct 0.2

create_clock -name clk0 -period $clk_period [get_ports {CLOCK_50}]

set non_clock_inputs [all_inputs -no_clocks]
set_input_delay [expr $clk_period * $clk_io_pct] -clock clk0 $non_clock_inputs
set_output_delay [expr $clk_period * $clk_io_pct] -clock clk0 [all_outputs]
==> flow_summary.yaml <==
# implementation run metrics
outcome:
  outcome: "finished, final reports clean"
finish:
  drive_gt1_frac: 0.0365
  layout_top_cell: "nor2_1"
  area_delta_synth_final_pct: 9.55
  post-route-util: 0.459
  lay_top_cells: "nor2_1, dfxtp_1, ha_1"
clock_tree:
  cts_buffer_depth: 2
  cts_tree: "done"
  clk_pin_slew_ns: 0.06
  numCtsBuffers: 5
  cts_root_buffer: "clkbuf_8"
  postCtsSetupRepairBufs: 0
  htree_levels: 2
  ctsHoldBuffers: 0
  cts_resized: 0
  clk_latency_ns: 0.28
floorplanning:
  dieArea_um2: 6110
  design.core.area_um2: 5540
  initCoreUtil: 0.419
  die_y_um: 78.2
  rows: 27
  fp.dieW_um: 78.2
  io_pins: 13
timing:
  untimed_endpoints: 22
  setup_viol: 0
  slew_viol_final: 0
  hold_slack_ns: 0.475
  fmax_mhz: 244
  final-hold-violation-count: 0
  unclocked_pins: 14
  max_slew_margin: 0.520
  period_needed_ns: 4.10
  worst_slew_pin_slew_ns: 0.713
  finalCritPeriodShare: 0.804
  rsz0062_at_grt: "no"
  fin_setup_tns_ns: 0
  worst_clock_skew_ns: 0.00603
grt:
  grt_pass1_vias: 1502
  grtUsageTotal: 0.153
  grt_first_pass_wirelength_um: 7280
  grt_max_degree: 15
  antenna_found_initial: 0
  grt_overflow: 0
detailed_routing:
  via_per_inst: 4.88
  ant_nets: 0
  vias: 1689
  wl_per_cell_um: 12.3
  num_antenna_cells: 0
  drt_pre_antenna_iters: 5
  drt_iter0_markers: 55
  drt-total-wl_um: 4270
  route.detailed.drc: 0
critical_path:
  required_ns: 5.26
  crit_chain: "clkdlybuf4s50_1, inv_1, ha_1, a21oi_1, xnor2_1, ha_1, and4_1, nand4_1, or4_4, a41oi_4, buf_4, nor3_1"
  path_max_fanout: 14
  cp-start-kind: "input pin"
  ff2ff_setup_slack_ns: 2.65
  cpLargestDelayFamily: "buffers and inverters"
  worstSetupEndpointType: "register"
  critical_path.slowest_cell: "clkdlybuf4s50_1"
  path_common_cell: "ha_1"
  crit_arrival_ns: 4.26
  cp_num_buf_inv: 3
  slowest_delay_ns: 0.64
  worstSetupPathType: "in2reg"
logic_synthesis:
  ys_warn_count: 2
  ys_ff: 43
  top_area_frac: 0.302
  synth_area_um2: 2320
  area_leaders: "dfxtp_1, ha_1, xnor2_1, nor2_1, dlxtn_1"
  synth_cell_types: 43
  largest_area_cell: "dfxtp_1"
  ys.flop_type: "dfxtp_1"
  yosys_area_um2: 2320
  yosys_cells: 264
  syn-instance-count: 264
  postSynthAreaPerCell_um2: 8.79
  async_flop_share: 0
  synth-edff-count: 1
job:
  cap_violations: 0
  warnings: 33
place:
  gp_congestion: 0.818
  portBuffers: 12
  dp_hpwl_um: 3280
power:
  p_total_uw: 482
  p_leak_uw: 0.000987
  power.density_nw_per_um2: 190
  vdd_drop_max_uv: 192
hold_path:
  worstHoldPathType: "reg2reg"
==> cell type report <==
cell class	count	area, um^2
fillers	551	3000
multi-input cells	192	1330
flip-flops and latches	43	836
repair buffers	13	128
clock buffers	8	90.1
well taps	72	90.1
inverters	18	67.6
==> per-layer routing <==
layer  up-vias  track usage  routed length, um
met2        33        0.225               1760
met3         2       0.0213                155
met5         -            0                  0
met1       749        0.250               2330
li1        905            -                  -
met4         0       0.0148                 21
==> kinds of logic (layout without fill, tap and decap cells) <==
group                    count (synthesis)  in the layout  synth area share
buffers and inverters                   31             39            0.0696
adder cells (fa/ha/maj)                 29             29             0.156
AND-OR/OR-AND                           27             27            0.0814
XOR/XNOR                                24             24            0.0906
other                                    1              3           0.00162
latches                                  7              7            0.0453
AND/OR/NAND/NOR                        105            105             0.222
flip-flops                              36             36             0.315
multiplexers                             4              4            0.0178
==> worst register-to-register path: stages, from the launching register on <==
cell	delay (ns)
dfxtp_1	0.37
ha_1	0.32
and4_1	0.24
nand4_1	0.11
or4_4	0.50
a41oi_4	0.45
buf_4	0.29
nor3_1	0.07
==> metrics by stage <==
stage / instance area (um^2) / setup slack, ns / cells
2_1_floorplan: 2330 / 1.60 / 266
3_3_place_gp: 2450 / 0.777 / 338
3_5_place_dp: 2450 / 0.712 / 338
4_1_cts: 2540 / 1.01 / 346
5_1_grt: 2540 / 0.866 / 346
6_report: 2540 / 0.999 / 346
==> state kept, by name (all words and copies together), names as in the netlist <==
register,flops
LedsState,7
LedsNextState,7
unit8.r_Result,1
unit8.r_Timer,28
==> cells in the mapped netlist (all sizes together), types with 2 or more instances <==
cell and instances:
a21boi 2, a21o 2, a21oi 8, a41oi 2
and2 2, and3 3, and4 5, buf 10
clkbuf 3, dfxtp 35, dlxtn 7, ha 29
inv 17, mux2i 3, nand2 19, nand3 8
nand4 6, nor2 40, nor2b 2, nor3 10
nor4 3, o21ai 7, xnor2 20, xor2 4
==> report_power, final <==
part	switching, uW	internal (uW)	leakage, uW	total [uW]
sequential	3.82	240	0.000350	244
combinational	28.4	19.9	0.000592	48.3
clock	80.4	110	0.0000455	190
total	113	369	0.000987	482
==> worst paths after layout <==
kind,startpoint,endpoint,depth (start not counted)
min reg2reg,unit8.r_Timer[0],unit8.r_Timer[0],1
max,SW[0],unit8.r_Timer[3],12
max reg2reg,unit8.r_Timer[17],unit8.r_Timer[3],7
min,unit8.r_Timer[0],unit8.r_Timer[0],1
Power is estimated from default activity; no workload was simulated.
