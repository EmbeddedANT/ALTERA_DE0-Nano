### /design/flow/run.sh
#!/bin/bash
# OpenROAD 26Q1-2900-gdf79404cd8, Yosys 0.63+post, stock flow scripts
make -C /OpenROAD-flow-scripts/flow DESIGN_CONFIG=/design/flow/config.mk WORK_HOME=/design/flow/orfs finish
### /design/flow/config.mk
export PLATFORM = sky130hd
export DESIGN_NAME = DE0Nano_Leds
export DESIGN_NICKNAME = DE0Nano_Leds
export VERILOG_FILES = /design/flow/design.v
export SDC_FILE = /design/flow/constraint.sdc
export NUM_CORES = 4
export LEC_CHECK = 1
export CORE_UTILIZATION = 30
### /design/flow/constraint.sdc
current_design DE0Nano_Leds

set clk_period 4.3
set clk_io_pct 0.2

create_clock -name clk0 -period $clk_period [get_ports {CLOCK_50}]

set non_clock_inputs [all_inputs -no_clocks]
set_input_delay [expr $clk_period * $clk_io_pct] -clock clk0 $non_clock_inputs
set_output_delay [expr $clk_period * $clk_io_pct] -clock clk0 [all_outputs]
### /design/flow/design.v
module ClockDivider
	#(parameter Bits_counter = 32)
	 (	input  P_CLOCK,
		output P_TIMER_OUT,
		input  [Bits_counter-1:0] P_COMPARATOR);
   reg [Bits_counter-1:0] r_Timer;
   reg r_Result;
   always @(posedge P_CLOCK)
	begin
		if (r_Timer >= P_COMPARATOR)
			begin
			     r_Result <= !r_Result;
			     r_Timer <= 0;
			end		
		else
		   begin
			     r_Timer <= r_Timer+1; 
				  r_Result <= r_Result;
		   end
	end	
assign P_TIMER_OUT = r_Result; 
endmodule
module DE0Nano_Leds(
	CLOCK_50,
	LED 
);
input	CLOCK_50;
output	[7:0]LED;
wire Clock_2Hz;
reg [7:0]Counter=8'h00;
ClockDivider #(.Bits_counter (28)) unit8
	 (	.P_CLOCK(CLOCK_50),
		.P_TIMER_OUT(Clock_2Hz),
		.P_COMPARATOR(28'd25000000));
	always @ (posedge Clock_2Hz) begin
		Counter<=Counter+1;
	end
assign	LED 	= Counter;
endmodule
==> impl_metrics.json <==
{
  "outcome": "finished clean",
  "remaining_drc_errors": 0,
  "min_path_cells": 2,
  "powerDensity_nw_per_um2": 272,
  "cts_made_buffers": 5,
  "unclocked_pins": 8,
  "detailroute.via_count": 1263,
  "die_w_um": 75.2,
  "cts_tree": "yes",
  "hold_start": "unit8.r_Timer[22]",
  "worstSetupStartpointType": "flop",
  "drt-wirelength-per-cell_um": 11.5,
  "placeableCoreArea_um2": 5140,
  "untimed_endpoints": 16,
  "cts-resized-gates": 0,
  "rrSetupSlack_ps": 1950,
  "cts-hold-fix-buffers": 0,
  "max_cap_viol_count": 0,
  "log.warning_count": 27,
  "final_hold_viol_count": 0,
  "final_layout_size_suffix_gt1_share_pct": 8.06,
  "timing.slew.headroom_pct": 56.3,
  "ys_ff": 37,
  "met3WireLength_um": 111,
  "die_area_um2": 5660,
  "worstPathRequired_ps": 4490,
  "post-cts-setup-buffers": 0,
  "yosys.cell_types.count": 35,
  "grt-ovfl-total": 0,
  "groute.usage.overall_pct": 11.5,
  "worstPathCellList": "ha_1 > nand2_1 > or4_1 > or4_1 > a211oi_1",
  "total_leakage_power_nw": 0.543,
  "drt_pass1_iterations": 4,
  "worst-slew-pin-transition_ps": 649,
  "synth_seq_share_pct": 46.7,
  "drt-total-wl_mm": 2.96,
  "postSynthAreaPerCell_um2": 9.29,
  "cts-htree-levels": 2,
  "endpoint_kind": "flop",
  "synthesis.instances": 173,
  "slowest_cell_on_crit_path": "or4_1",
  "rsz0062_at_grt": "false",
  "hold-path-endpoint": "unit8.r_Timer[22]",
  "boundaryPins": 9,
  "synth_chip_area_um2": 1610,
  "count_of_warnings_emitted_by_yosys": 2,
  "first_global_vias": 1079,
  "clk-insertion-delay-late_ps": 280,
  "ys_cells": 173,
  "routabilityCongestion": 0.787,
  "grt_pass1_wl_mm": 4.99,
  "synthesis.area_um2": 1610,
  "fin_tns_setup_ps": 0,
  "timing.hold.ws_ps": 509,
  "clk_pin_slew_worst_paths_ps": 60,
  "stdcell_count": 256,
  "fp_util_pct": 31.3,
  "post-route-util_pct": 36.1,
  "ir_worst_vdd_uv": 233,
  "drt-vias-per-instance": 4.93,
  "reg2regPathDepth": 5,
  "routed-wl-met2_mm": 1.29,
  "ant_diodes": 0,
  "drt_iter0_drc": 40,
  "placedCellCount": 248,
  "layout-area-overhead-vs-synth_pct": 15.4,
  "io_buffer_count": 8,
  "arrival_ps": 2540,
  "cts-root-to-sink-buffers": 2,
  "worstHoldPathType": "reg -> reg",
  "finalSetupViolCount": 0,
  "critical_path_buf_inv_count": 0,
  "ctsRootBufferMaster": "clkbuf_8",
  "reg2reg_to": "unit8.r_Timer[22]",
  "timing.critical_path.slowest_cell_delay_ps": 680,
  "hpwl_mm": 2.01,
  "routedLengthMet1_mm": 1.54,
  "top_layer_used": "met4",
  "min_period_over_period_pct": 54.6,
  "cpMostUsedCell": "or4_1",
  "placement_rows": 26,
  "detail-route-antenna-nets": 0,
  "report.power.total_mw": 0.504,
  "tally_of_filler_cells_in_the_layout": 547,
  "timing.final.crit_period_ps": 2350,
  "critical_path_class": "reg -> reg",
  "crit-reg2reg-launch": "unit8.r_Timer[0]",
  "grt_max_degree": 26,
  "antenna_violations_before_repair": 0,
  "crit_path_max_delay_family": "simple AND/OR/NAND/NOR gates",
  "fp.dieH_um": 75.2,
  "finalClockSkew_ps": 4.12,
  "slew_viol_final": 0,
  "worst-path-max-fanout": 10,
  "maxClockFrequency_mhz": 426
}
==> where the power goes <==
part	total [mW]	leakage [nW]	internal, mW	switching [mW]
Clock	0.209	0.0395	0.115	0.0941
Combinational	0.00575	0.201	0.00164	0.00411
Sequential	0.290	0.303	0.285	0.00424
==> state kept, by name (all words and copies together), names as in the netlist <==
| name | cells |
|---|---|
| Counter | 8 |
| unit8.r_Timer | 28 |
| unit8.r_Result | 1 |
==> metal layers <==
metal | global-route usage [%] | vias up
met4 | 1.03 | 0
met1 | 18.5 | 585
met2 | 16.6 | 18
met3 | 2.99 | 3
met5 | 0 | -
li1 | - | 657
==> tightest hold or removal path, cell delays in order, from the launching register on <==
cell,delay (ps)
dfxtp_1,320
o31ai_1,70
a211oi_1,70
==> synthesized netlist by cell type <==
| cell type | instances | area, µm² |
|---|---|---|
| or2_2 | 2 | 12.5 |
| nand2_1 | 12 | 45.0 |
| o21ai_0 | 6 | 30.0 |
| o2111ai_1 | 1 | 8.76 |
| clkbuf_1 | 5 | 18.8 |
| a21oi_1 | 1 | 5.00 |
| o31ai_1 | 3 | 22.5 |
| a211oi_1 | 12 | 90.1 |
| nor2_1 | 3 | 11.3 |
| nand3_1 | 13 | 65.1 |
| a31o_2 | 1 | 8.76 |
| and3_1 | 2 | 12.5 |
| xor2_1 | 6 | 52.6 |
| edfxtp_1 | 1 | 30.0 |
| conb_1 | 1 | 3.75 |
| nand4_1 | 5 | 31.3 |
| xnor2_1 | 11 | 96.3 |
| buf_1 | 1 | 3.75 |
| and4_1 | 1 | 8.76 |
| ha_1 | 3 | 37.5 |
| a21o_1 | 1 | 7.51 |
| inv_1 | 7 | 26.3 |
| or4_1 | 6 | 45.0 |
| nor4_1 | 3 | 18.8 |
| or3_1 | 6 | 37.5 |
| nor3b_1 | 1 | 7.51 |
| dfxtp_1 | 36 | 721 |
| a2111o_1 | 1 | 11.3 |
| and4_2 | 1 | 10.0 |
| a31oi_1 | 1 | 6.26 |
| nand4_4 | 1 | 21.3 |
| nor3_1 | 16 | 80.1 |
| buf_2 | 1 | 5.00 |
| or3_2 | 1 | 7.51 |
| or4_2 | 1 | 8.76 |
==> cell usage in the layout, fill, tap and decap left out, types with 2 or more instances in the layout <==
cell	count
buf_4	2
nor3_1	16
a211oi_1	11
clkdlybuf4s50_1	8
or4_1	6
inv_1	7
o31ai_1	3
nor4_1	3
clkbuf_8	5
or3_1	6
and3_1	2
dfxtp_1	36
o21ai_0	6
conb_1	3
nor2_1	3
xor2_1	6
clkbuf_1	3
nand2_1	12
nand4_1	5
nand3_1	13
ha_1	3
xnor2_1	11
or2_2	2
==> through the flow <==
stage	instance area [µm²]	worst slack, ps
after floorplan	1620	2200
after global placement	1780	2070
after detailed placement	1780	2000
after CTS	1860	1970
after global routing	1860	1780
final	1860	1950
==> worst max-delay path by stage <==
stage / start / endpoint / cells after the start
4_1_cts: unit8.r_Timer[0] / unit8.r_Timer[22] / 5
5_1_grt: unit8.r_Timer[0] / unit8.r_Timer[22] / 5
6_report: unit8.r_Timer[0] / unit8.r_Timer[22] / 5
==> logic make-up after synthesis <==
| group | after synthesis | share of synthesized area (%) |
|---|---|---|
| other cells | 1 | 0.233 |
| buf+inv | 14 | 3.35 |
| compound gates | 27 | 11.8 |
| fa+ha+maj | 3 | 2.33 |
| flops | 37 | 46.7 |
| xor+xnor | 17 | 9.26 |
| simple gates | 74 | 26.3 |
==> layout make-up <==
cell class,count,area (µm²),share of cell area [%]
clock buffer,8,80.1,4.32
inverter,7,26.3,1.42
sequential,37,751,40.5
tap,70,87.6,4.72
timing repair buffer,10,95.1,5.12
multi-input combinational,124,816,44.0
No activity file was given, so power comes from the tool's default toggle rates.
