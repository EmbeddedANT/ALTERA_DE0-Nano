==> design/flow/constraint.sdc <==
current_design DE0Nano_Button

set clk_period 4.9
set clk_io_pct 0.2

create_clock -name clk0 -period $clk_period [get_ports {CLOCK_50}]

set non_clock_inputs [all_inputs -no_clocks]
set_input_delay [expr $clk_period * $clk_io_pct] -clock clk0 $non_clock_inputs
set_output_delay [expr $clk_period * $clk_io_pct] -clock clk0 [all_outputs]
==> design/flow/config.mk <==
export PLATFORM = sky130hd
export DESIGN_NAME = DE0Nano_Button
export DESIGN_NICKNAME = DE0Nano_Button
export VERILOG_FILES = /design/flow/design.v
export SDC_FILE = /design/flow/constraint.sdc
export NUM_CORES = 4
export LEC_CHECK = 1
export CORE_UTILIZATION = 50
==> design/flow/design.v <==
module DE0Nano_Button(
	CLOCK_50,
	LED,
	KEY 
);
parameter LED_SEQUENCE_0		=8'b10000000;	
parameter LED_SEQUENCE_1		=8'b01000000;	
parameter LED_SEQUENCE_2		=8'b00100000;	
parameter LED_SEQUENCE_3		=8'b00010000;	
parameter LED_SEQUENCE_4		=8'b00001000;	
parameter LED_SEQUENCE_5		=8'b00000100;	
parameter LED_SEQUENCE_6		=8'b00000010;	
parameter LED_SEQUENCE_7		=8'b00000001;	
input 		          		CLOCK_50;
output		     [7:0]		LED;
input 		     [1:0]		KEY;
reg	[7:0]LedsState=LED_SEQUENCE_0;
reg	[7:0]LedsNextState;
wire 	Clock_Sequence;
reg	SequenceControl=0;
wire  Btn1_Signal;
wire  Btn2_Signal;
ClockDivider #(.Bits_counter (28)) DIVIDER_A
	 (	.P_CLOCK(CLOCK_50),
		.P_TIMER_OUT(Clock_Sequence),
		.P_COMPARATOR(28'd16000000));
 DeBounce DebBtn1 (
        .clk(CLOCK_50), 
        .n_reset(1'b1), 
        .button_in(KEY[0]), 
        .DB_out(Btn1_Signal)
        );
 DeBounce DebBtn2 (
        .clk(CLOCK_50), 
        .n_reset(1'b1), 
        .button_in(KEY[1]), 
        .DB_out(Btn2_Signal)
        );  
	always @(*)
	begin
		case (LedsState)	
			LED_SEQUENCE_0:
				begin
					if (SequenceControl==0)
						LedsNextState=LED_SEQUENCE_1;
					else	
						LedsNextState=LED_SEQUENCE_7;
				end
			LED_SEQUENCE_1:
				begin
					if (SequenceControl==0)
						LedsNextState=LED_SEQUENCE_2;
					else	
						LedsNextState=LED_SEQUENCE_0;
				end
			LED_SEQUENCE_2:
				begin
					if (SequenceControl==0)
						LedsNextState=LED_SEQUENCE_3;
					else	
						LedsNextState=LED_SEQUENCE_1;
				end
			LED_SEQUENCE_3:
				begin
					if (SequenceControl==0)
						LedsNextState=LED_SEQUENCE_4;
					else	
						LedsNextState=LED_SEQUENCE_2;
				end
			LED_SEQUENCE_4:
				begin
					if (SequenceControl==0)
						LedsNextState=LED_SEQUENCE_5;
					else	
						LedsNextState=LED_SEQUENCE_3;
				end
			LED_SEQUENCE_5:
				begin
					if (SequenceControl==0)
						LedsNextState=LED_SEQUENCE_6;
					else	
						LedsNextState=LED_SEQUENCE_4;
				end
			LED_SEQUENCE_6:
				begin
					if (SequenceControl==0)
						LedsNextState=LED_SEQUENCE_7;
					else	
						LedsNextState=LED_SEQUENCE_5;
				end
			LED_SEQUENCE_7:
				begin
					if (SequenceControl==0)
						LedsNextState=LED_SEQUENCE_0;
					else	
						LedsNextState=LED_SEQUENCE_6;
				end
			default:
						LedsNextState=LED_SEQUENCE_0;
		endcase
	end
	always @ (posedge CLOCK_50)
	begin
		if (Btn1_Signal==0)
			SequenceControl<=0;
		else if 	(Btn2_Signal==0)
			SequenceControl<=1;
		else 	
			SequenceControl<=SequenceControl;
	end
	always @ (posedge Clock_Sequence)
	begin
		LedsState<=LedsNextState;
	end
assign	LED 	= LedsState;
endmodule
`timescale 1 ns / 100 ps
module  DeBounce 
	(
	input 		clk, n_reset, button_in,	 
	output reg 	DB_out							 
	);
	parameter N = 11 ;		 
	reg  [N-1 : 0]	q_reg;						 
	reg  [N-1 : 0]	q_next;
	reg DFF1, DFF2;								 
	wire q_add;										 
	wire q_reset;
	assign q_reset = (DFF1  ^ DFF2);		 
	assign  q_add = ~(q_reg[N-1]);			 
	always @ ( q_reset, q_add, q_reg)
		begin
			case( {q_reset , q_add})
				2'b00 :
						q_next <= q_reg;
				2'b01 :
						q_next <= q_reg + 1;
				default :
						q_next <= { N {1'b0} };
			endcase 	
		end
	always @ ( posedge clk )
		begin
			if(n_reset ==  1'b0)
				begin
					DFF1 <= 1'b0;
					DFF2 <= 1'b0;
					q_reg <= { N {1'b0} };
				end
			else
				begin
					DFF1 <= button_in;
					DFF2 <= DFF1;
					q_reg <= q_next;
				end
		end
	always @ ( posedge clk )
		begin
			if(q_reg[N-1] == 1'b1)
					DB_out <= DFF2;
			else
					DB_out <= DB_out;
		end
	endmodule
module ClockDivider
	#(parameter Bits_counter = 32)
	 (	input  P_CLOCK,
		output P_TIMER_OUT,
		input  [Bits_counter-1:0] P_COMPARATOR);
   reg [Bits_counter-1:0] r_Timer;
   reg r_Result;
   always @(posedge P_CLOCK)
	begin
		if (r_Timer >= P_COMPARATOR)
			begin
			     r_Result <= !r_Result;
			     r_Timer <= 0;
			end		
		else
		   begin
			     r_Timer <= r_Timer+1; 
				  r_Result <= r_Result;
		   end
	end	
assign P_TIMER_OUT = r_Result; 
endmodule
==> design/flow/run.sh <==
#!/bin/bash
# OpenROAD 26Q1-2900-gdf79404cd8, Yosys 0.63+post, stock flow scripts
make -C /OpenROAD-flow-scripts/flow DESIGN_CONFIG=/design/flow/config.mk WORK_HOME=/design/flow/orfs finish
==> results_slide.txt <==
Synthesis and Place & Route Summary

Die
  • # rows: 27
  • Number of I/O pins: 11
  • Core area: 5640 um2
  • Die Y: 79.2 um
  • Fp util: 0.528
  • Die area: 6270 um2
  • Die W: 79.2 um

Yosys
  • YS chip area: 2980 um2
  • Yosys stat cell total: 306
  • Top FF cell, synth: dfxtp_1
  • Largest type area fraction: 0.275
  • Top cells by area: dfxtp_1 (28%), edfxtp_1 (25%), nor2_1 (5.7%)
  • Area leader, netlist: dfxtp_1
  • YS warnings: 3
  • Mapped Cells: 306
  • Sequential fraction of the synthesis area: 0.527
  • Synth cell types: 43
  • Syn Std Cell Area: 2980 um2
  • Mapped Avg Cell Area: 9.74 um2
  • Number of enable flip-flop cells: 25
  • Asr flop ratio synth: 0
  • Ys flops: 66

GRT
  • Vias in the first global route: 1,836
  • Largest net degree at the start of global routing: 25
  • First-pass GRT wire length: 8260 um
  • Initial antenna violation count: 0
  • GRT Total Usage: 0.173
  • Total gr overflow: 0

Final timing
  • Setup violations, final: 0
  • WHS: 0.366 ns
  • Max_slew headroom: 0.473
  • Register pins left without a clock: 8
  • Setup TNS: 0 ns
  • Unrepaired setup endpoints after global routing: no
  • Final WS setup: 3.13 ns
  • Clock Skew: 0.00705 ns
  • Max Clock Freq: 566 MHz
  • Endpoints left unconstrained: 16
  • Worst Max-Slew Pin Slew: 0.784 ns
  • Fin. Hold Viols: 0
  • Fin crit share: 0.360
  • Tmin final: 1.77 ns
  • Fin. max-slew vios: 0

Setup path
  • Critical path data required time: 5.16 ns
  • CP startpoint kind: register
  • Critical path peak fanout: 10
  • WP data arrival: 2.03 ns
  • Critical Setup Path Class: register to register
  • Critical path endpoint category: register

Clock tree
  • CTS clk-pin slew, worst paths: 0.06 ns
  • Number of buffers created by CTS: 9
  • Htree depth: 3
  • # hold bufs at CTS: 0
  • CTS resizes: 0
  • Worst skew pair latency: 0.33 ns
  • Setup Buffers After CTS: 0
  • TritonCTS clock tree: yes
  • Root Driver: clkbuf_8
  • CTS max path bufs: 2

Layout
  • Logic area: 1320 um2
  • Top cells excl fill/tap: nor2_1 (45), dfxtp_1 (41), edfxtp_1 (25)
  • FF+latch area: 1570 um2
  • Design Area, Final: 3310 um2
  • Most numerous logic cell after layout: nor2_1
  • Layout Utilization: 0.587
  • Share of post-route cells with drive strength above 1: 0.0615
  • Max reg flops: 28
  • Layout Area Growth over Synthesis: 11.2%
  • # fillers: 478

Run
  • Tally of OpenROAD warnings: 27
  • Max Cap Viol: 0

Drt
  • 1st-pass router iterations: 4
  • Vias per cell: 5.22
  • Antenna violation net count after detailed routing: 0
  • Antenna diodes: 0
  • Number of DRC markers in iteration 0: 65
  • Drt drc: 0
  • Drt wl/cell: 12.3 um
  • Total Wirelength: 4890 um
  • Via Count: 2,072

Power
  • P_leak: 0.00118 uW
  • Pwr/cell area: 302 nW/um2
  • Maximum vdd ir drop: 0.000215 V

Placement
  • Placement Setup Slack: 3.17 ns
  • Final Wtd Congestion: 0.821
  • DP Area: 3140 um2
  • Hpwl dp: 3190 um
  • PortBufs: 10

Hold path
  • Worst hold path type: register to register

Status
  • Status: finished clean
[power breakdown]
group / total [uW] / internal (uW) / switching (uW)
clock network: 401 / 228 / 172
logic: 48.0 / 22.4 / 25.6
registers: 554 / 535 / 18.9
total: 1000 / 785 / 217
[per-stage QoR]
step	instances	total power, uW
6_report	397	1000
5_1_grt	397	1040
2_1_floorplan	309	595
4_1_cts	397	1010
3_3_place_gp	381	611
3_5_place_dp	381	613
[Yosys cell counts (4+ instances only)]
| cell type | instances |
|---|---|
| nor2b_1 | 8 |
| clkbuf_1 | 7 |
| xnor2_1 | 12 |
| edfxtp_1 | 25 |
| or3_1 | 4 |
| nand2_1 | 23 |
| or4_1 | 9 |
| inv_1 | 12 |
| ha_1 | 4 |
| dfxtp_1 | 41 |
| nand4_1 | 7 |
| and4_1 | 4 |
| o21ai_0 | 6 |
| a21oi_1 | 18 |
| nor4_1 | 6 |
| o31ai_1 | 6 |
| and3_1 | 4 |
| nor2_1 | 45 |
| nor3_1 | 6 |
| nand3_1 | 11 |
| xor2_1 | 17 |
[metal layers]
| metal | vias to the layer above | track usage | share of wire |
|---|---|---|---|
| met5 | - | 0 | 0 |
| met4 | 0 | 0.0218 | 0.013 |
| met3 | 6 | 0.0537 | 0.037 |
| met2 | 21 | 0.258 | 0.44 |
| met1 | 941 | 0.270 | 0.51 |
| li1 | 1104 | - | - |
[final timing paths]
path	start	endpoint	slack (ns)	cells past startpoint
worst max-delay path	DIVIDER_A.r_Timer[0]	DIVIDER_A.r_Timer[18]	3.13	5
worst max register to register	DIVIDER_A.r_Timer[0]	DIVIDER_A.r_Timer[18]	3.13	5
worst min-delay path	DebBtn2.DFF1	DebBtn2.DFF2	0.37	0
worst min register to register	DebBtn2.DFF1	DebBtn2.DFF2	0.37	0
[worst max-delay path, cell delays in order (launching register included)]
cell	delay [ns]
dfxtp_1	0.39
ha_1	0.19
and2_1	0.28
nand2_2	0.17
or4_1	0.49
a21oi_1	0.16
[cell families after synthesis]
logic type | share of synthesized area
other cells | 0.00126
xor+xnor | 0.0852
simple gates | 0.251
mux | 0.0101
flops | 0.527
fa+ha+maj | 0.0168
compound gates | 0.0747
buf+inv | 0.0336
[final cells by class]
class,instances,share of cell area
clock inverter,5,0.0136
sequential,66,0.474
inverter,12,0.0136
timing repair buffer,11,0.0325
multi-input combinational,220,0.399
clock buffer,11,0.0396
tap,72,0.0272
No activity file was given, so power comes from the tool's default toggle rates.
